[design/flow/design.v]
package ALU_REGFILE_defs;
parameter REGFILE_SIZE = 32;
parameter REGFILE_WIDTH = 16;
parameter REGFILE_ADDR_WIDTH = 5;
parameter ALU_INPUT_WIDTH = 8;
parameter ALU_OUTPUT_WIDTH = 9;
typedef enum logic[2:0] {
	ADD_OP = 0,
	SUB_OP = 1,
	SUBA_OP = 2,
	ORAB_OP = 3,
	ANDAB_OP = 4,
	NOTAB_OP = 5,
	EXOR_OP = 6,
	EXNOR_OP = 7
} aluop_t;
endpackage: ALU_REGFILE_defs
module baud_gen (
    input  logic clk, reset,		 
    input  logic [10:0] dvsr,		 
    output logic tick				 
   );
   logic [10:0] r_reg;
   logic [10:0] r_next;
   always_ff @(posedge clk, posedge reset) begin: counter
      if (reset)
         r_reg <= 0;
      else
         r_reg <= r_next;
	end: counter
   assign r_next = (r_reg == dvsr) ? '0 : r_reg + 1;
   assign tick = (r_reg==1);
endmodule: baud_gen
[design/flow/run.sh]
#!/bin/bash
# OpenROAD 26Q1-2900-gdf79404cd8, Yosys 0.63+post, stock flow scripts
make -C /OpenROAD-flow-scripts/flow DESIGN_CONFIG=/design/flow/config.mk WORK_HOME=/design/flow/orfs finish
[design/flow/config.mk]
export PLATFORM = sky130hd
export DESIGN_NAME = baud_gen
export DESIGN_NICKNAME = baud_gen
export VERILOG_FILES = /design/flow/design.v
export SDC_FILE = /design/flow/constraint.sdc
export NUM_CORES = 4
export LEC_CHECK = 1
export CORE_AREA = 10 10 72 72
export DIE_AREA = 0 0 82 82
[design/flow/constraint.sdc]
current_design baud_gen

set clk_period 2.4
set clk_io_pct 0.2

create_clock -name clk0 -period $clk_period [get_ports {clk}]

set non_clock_inputs [all_inputs -no_clocks]
set_input_delay [expr $clk_period * $clk_io_pct] -clock clk0 $non_clock_inputs
set_output_delay [expr $clk_period * $clk_io_pct] -clock clk0 [all_outputs]
==> reports/results.env <==
DIE_X_UM=82
MAXSLEWHEADROOM_PCT=72.5
WIRE_PER_INST_UM=10.7
FIN_AREA_UM2=925
CP_DATA_ARRIVAL_TIME_PS=1640
CTS-HOLD-FIX-BUFFERS=0
DRT_PRE_ANTENNA_ITERS=3
SYNTHARSTFLOPSHARE_PCT=100
YS_SEQ_SHARE_PCT=38.5
SYNTH.AREA.TOP_CELLS='dfrtp_1, xnor2_1, nor2_1, ha_1, buf_6'
GRT_MAX_DEGREE=12
CORE-AREA_UM2=3690
ANTENNA_FOUND_INITIAL=0
SYNTHESIS.YOSYS.WARNINGS=1
SYNTH-SEQ-CELLS=11
TOP_CELLS_BY_COUNT='xnor2_1, nor2_1, dfrtp_1'
IO_PINS=14
OUTCOME='finished clean'
LAYOUT-DRIVE-GT1-SHARE_PCT=11.6
FINALWIRELENGTH_UM=1440
POST_SYNTH_INSTANCE_AREA_UM2=714
FINCLKSKEW_PS=2.61
DIE_H_UM=82
CLK_TRANSITION_REPORTED_PATHS_PS=50
POST-ROUTE-DRC-COUNT=0
SYNTH_TOP_AREA_SHARE_PCT=38.5
SYNTH_STAT.CELLS=72
FMAX_MHz=472
PATH_CLASS='flip-flop to output pin'
PLACED_AREA_UM2=880
GRT_SETUP_UNREPAIRED='no'
SYN2LAYOUT_AREA_GROWTH_PCT=29.4
LARGEST_REGISTER_FF_COUNT=11
CRITICAL_PATH.MAX_FANOUT=6
VIAS=499
REPORT.FINAL.HOLD_VIOL_COUNT=0
DRT-INITIAL-DRC-COUNT=48
FP_UTIL_PCT=19.4
WORST-ENDPOINT-REQUIRED_PS=1920
FIRST_GLOBAL_VIAS=528
CP_CELL_SEQUENCE='nor4_1, and4b_1, clkdlybuf4s50_1'
FINAL.PERIOD_UTILIZATION_PCT=88.4
GP_CONGESTION=0.780
SYNTH.LIB_CELLS_USED.DISTINCT=20
CRITICAL_PATH.STARTPOINT_TYPE='flip-flop'
CTS_RESIZED=0
FINALMAXSLEWVIOLATIONS=0
DELAY_OF_THE_SLOWEST_CELL_ON_THE_WORST_PATH_PS=470
R2R_SLACK_PS=1040
ROWS=22
GLOBALROUTE.TOTALOVERFLOW=0
CTS-ROOT-BUF='clkbuf_8'
GRT_UTIL_ALL_LAYERS_PCT=4.61
TRITONCTS='done'
RR_STARTPOINT='r_reg[0]'
NUMPORTBUFFERS=13
PLACEMENT.SETUP.WORST_SLACK_PS=486
FINALSETUPVIOLATIONS=0
ANT_NETS=0
HOLD_CLASS='input port to async pin'
SETUP_SLACK_PS=279
TOP_AREA_CELL='dfrtp_1'
CLK_PATH_BUF_DEPTH=2
RR_WORST_DEPTH=5
SYNTH.MOST_COMMON_CELL='xnor2_1'
CTS_HTREE_LEVELS=1
MAX-VDD-IR-DROP_mV=0.286
FIN_CRIT_PS=2120
DOMINANTREGCELLSYNTH='dfrtp_1'
WORSTSKEWPAIRLATENCY_PS=230
DETAIL_ROUTE.ANTENNA_DIODES=0
WORST_SLEW_PIN_SLEW_PS=412
CTS_SETUP_BUFFERS=0
TRITONCTS.NUM_BUFFERS=3
R2R_END='r_reg[8]'
CPMAXSTAGEDELAYCELL='clkdlybuf4s50_1'
DETAILEDPLACEMENTHPWL_UM=1170
MAXCAPVIOLCOUNT=0
SYNTH.AVG_CELL_AREA_UM2=9.92
P_LEAK_uW=0.000352
VIAS_PER_CELL=3.72
WORSTSETUPENDPOINTTYPE='output pin'
YOSYS.STAT.CHIPAREA_UM2=714
POWER-PER-CELL-AREA_nW_PER_UM2=906
WARNINGS=26
NUMBER_OF_FLOPS_MAPPED_TO_ENABLE_CELLS_BY_YOSYS=0
SETUP-TNS-FINAL_PS=0
HOLD_WS_PS=538
CLOCK_SINK_COUNT=11
GLOBAL_ROUTE_WIRE_LENGTH_BEFORE_REPAIR_UM=2510
CHIPAREA_UM2=6720
CELLS_AFTER_SYNTH=72
## placed cells by master, fill, tap and decap left out, drive strengths merged, types with 3 or more instances in the layout
cell            n
xnor2          18
clkdlybuf4s50  13
nor2           13
dfrtp          11
nand3           5
inv             4
nor3            4
clkbuf          4
nand2           3
nor4            3
## logic make-up after synthesis
family        after synthesis  synth area share [%]
xor+xnor                   20                  24.5
simple gates               31                  26.8
fa+ha+maj                   2                  3.50
buf+inv                     8                  6.65
flops                      11                  38.5
## cell type report
cell class              count  area (µm²)
well taps                  48        60.1
inverters                   4        15.0
fillers                   403        2760
flip-flops and latches     11         275
repair buffers             14         138
clock buffers               4        45.0
multi-input cells          53         392
## per-layer routing
metal,wire length [µm],global-route usage [%]
met5,0,0
met4,0,0.170
met3,106,2.09
met2,633,6.97
met1,695,6.27
## critical path: cells and delay by family, from the launching register on
family / cells / cell delay (ps)
AND/OR/NAND/NOR: 2 / 490
flip-flops: 1 / 450
buffers and inverters: 1 / 470
## worst max-delay path by stage
stage     depth (start not counted)  endpoint  slack, ps     start
6_report                          3      tick        280  r_reg[2]
5_1_grt                           3      tick        170  r_reg[2]
4_1_cts                           3      tick        240  r_reg[7]
## power by group
part | switching [µW] | internal, µW | leakage (µW)
sequential | 110 | 244 | 0.000135
clock | 64.3 | 116 | 0.0000228
combinational | 144 | 159 | 0.000194
## metrics by stage
step / instances / utilization [%] / power, µW
floorplan: 72 / - / 609
global placement: 130 / 23.8 / 660
detailed placement: 130 / 23.8 / 660
CTS: 134 / 25.1 / 846
global route: 134 / 25.1 / 911
finish: 134 / 25.1 / 838
Power and IR drop assume default switching activity.
