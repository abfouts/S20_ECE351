## flow/run.sh

```bash
#!/bin/bash
# OpenROAD 26Q1-2900-gdf79404cd8, Yosys 0.63+post, stock flow scripts
make -C /OpenROAD-flow-scripts/flow DESIGN_CONFIG=/design/flow/config.mk WORK_HOME=/design/flow/orfs finish
```

## flow/config.mk

```make
export PLATFORM = sky130hd
export DESIGN_NAME = uart_rx
export DESIGN_NICKNAME = uart_rx
export VERILOG_FILES = /design/flow/design.v
export SDC_FILE = /design/flow/constraint.sdc
export NUM_CORES = 4
export LEC_CHECK = 1
export CORE_AREA = 10 10 85 85
export DIE_AREA = 0 0 95 95
```

## flow/constraint.sdc

```tcl
current_design uart_rx

set clk_period 3.6
set clk_io_pct 0.2

create_clock -name clk0 -period $clk_period [get_ports {clk}]

set non_clock_inputs [all_inputs -no_clocks]
set_input_delay [expr $clk_period * $clk_io_pct] -clock clk0 $non_clock_inputs
set_output_delay [expr $clk_period * $clk_io_pct] -clock clk0 [all_outputs]
```

## flow/design.v

```verilog
package ALU_REGFILE_defs;
parameter REGFILE_SIZE = 32;
parameter REGFILE_WIDTH = 16;
parameter REGFILE_ADDR_WIDTH = 5;
parameter ALU_INPUT_WIDTH = 8;
parameter ALU_OUTPUT_WIDTH = 9;
typedef enum logic[2:0] {
	ADD_OP = 0,
	SUB_OP = 1,
	SUBA_OP = 2,
	ORAB_OP = 3,
	ANDAB_OP = 4,
	NOTAB_OP = 5,
	EXOR_OP = 6,
	EXNOR_OP = 7
} aluop_t;
endpackage: ALU_REGFILE_defs
module uart_rx
#(
    parameter DBIT = 8,      
              SB_TICK = 16   
)
(
    input  logic clk, reset,	 
    input  logic rx, s_tick,	 
    output logic rx_done_tick,	 
    output logic [7:0] dout,	 
	output logic smpl_tick		 
);
typedef enum logic [1:0] {idle, start, data, stop} state_type;
state_type state_reg, state_next;
logic [3:0] s_reg, s_next;	 
logic [2:0] n_reg, n_next;	 
logic [7:0] b_reg, b_next;	 
always_ff @(posedge clk, posedge reset) begin: seq_block
	if (reset) 
	 begin
		state_reg <= idle;
		    s_reg <= 0;		
		    n_reg <= 0;		
		    b_reg <= 0;
	 end
	else 
	 begin
		state_reg <= state_next;
		    s_reg <= s_next;
	       n_reg <= n_next;
			 b_reg <= b_next;
	 end
end: seq_block
always_comb begin: next_state_logic
		state_next = state_reg;
		rx_done_tick = 1'b0;
		s_next = s_reg;
		n_next = n_reg;
		b_next = b_reg;	
smpl_tick = 1'b0;
	case (state_reg)
		idle:	 
			if (~rx) 
				begin
					state_next <= start;
					s_next = 0;
            end
		start:	 
			if (s_tick)
				if (s_reg == 7) 
					begin
						state_next = data;
						s_next = 0;
						n_next = 0;
smpl_tick = 1'b1;
				   end
				else
					s_next = s_reg + 1;
		data:	 
			if (s_tick)
				if (s_reg == 15) 
					begin
						s_next = 0;
						b_next = {rx, b_reg[7:1]};
						if (n_reg == (DBIT-1))
							state_next = stop ;
						else
							n_next = n_reg + 1;
smpl_tick = 1'b1;
					end
				else
					s_next = s_reg + 1;
		stop:	 
            if (s_tick)
					if (s_reg == (SB_TICK-1)) 
						begin
							state_next = idle;
							rx_done_tick =1'b1;
smpl_tick = 1'b1;
						end
				else
					s_next = s_reg + 1;
      endcase
   end: next_state_logic
assign dout = b_reg;
endmodule: uart_rx
```

==> results.json <==
{
  "wirelength_microns": 1917,
  "status": "complete, no violations",
  "rr_worst_depth": 4,
  "layout.cells.most_common": "dfrtp_1",
  "drc": 0,
  "dpl.hpwl_microns": 1385,
  "slew_viol_final": 0,
  "first_global_vias": 647,
  "synthCells": 87,
  "ios": 14,
  "core_area_sq_um": 5473,
  "ys.flops": 19,
  "async_flop_share": 1.000,
  "top_area_cell": "dfrtp_1",
  "die_h_microns": 95,
  "cts_made_buffers": 3,
  "clock_latency_ps": 260,
  "ys_area_sq_um": 968.4,
  "dr.first_iter.drc_count": 49,
  "peakVddDrop_uv": 266.6,
  "viasPerCell": 3.913,
  "via_count": 673,
  "cts.htree.levels": 1,
  "hold_buffers": 0,
  "holdWs_ps": 517.0,
  "ant_nets": 0,
  "finalSetupViolCount": 0,
  "required_ps": 2880,
  "syn_area_per_cell_sq_um": 11.13,
  "die_w_microns": 95,
  "ys_types": 29,
  "tns_ps": 0,
  "synth_top_flop_cell": "dfrtp_1",
  "topCellsByArea": "dfrtp_1 (47%), mux2_2 (9.3%), o21ai_0 (4.1%)",
  "max-clock-path-buffers": 2,
  "synth-edff-count": 0,
  "drt_pre_antenna_iters": 4,
  "largest_reg_flops": 8,
  "max-slew-margin-rel": 0.4790,
  "wl_per_cell_microns": 11.15,
  "grt-ovfl-total": 0,
  "clkTransAtPathRegs_ps": 70,
  "min_path_type": "flop to flop",
  "final_layout_size_suffix_gt1_frac": 0.1500,
  "io_buffers": 13,
  "syn-cell-area_sq_um": 968.4,
  "cts_root_buf": "clkbuf_8",
  "p_leak_uw": 0.0004712,
  "clkSinkCount": 19,
  "routabilityCongestion": 0.8545,
  "fin_crit_ps": 2910,
  "holdPathStages": 1,
  "std_cell_rows": 27,
  "rsz0062_at_grt": "false",
  "fmax_mhz": 343.6,
  "setup.worst_path.start_class": "input port",
  "area_growth_pct": 25.45,
  "crit_type": "input port to primary output",
  "maxCapViolations": 0,
  "grt_pass1_wl_microns": 3201,
  "antenna_found_initial": 0,
  "synthDominantCellAreaShare": 0.4651,
  "yosysWarnings": 1,
  "postCtsSetupRepairBufs": 0,
  "cts_resized": 0,
  "initCoreUtil": 0.1770,
  "grt_usage": 0.04435,
  "endpoint_kind": "primary output",
  "n_antenna_cell": 0,
  "grt_max_degree": 20,
  "die_area_sq_um": 9025,
  "fin_worst_skew_ps": 6.181,
  "tool_warnings": 25,
  "synth-cells-yosys": 87,
  "max_slew.worst_pin.slew_ps": 780.7,
  "cp_max_fo": 6,
  "final_cell_mix": "dfrtp_1 (18), clkdlybuf4s50_1 (13), mux2_2 (8), o21ai_0 (8)",
  "finalCritPeriodShare": 0.8084,
  "cp.arrival_ps": 2190,
  "cts_tree": "built",
  "power.density_nw_per_um2": 631.6,
  "hold_viol": 0,
  "ys_seq_frac": 0.4922
}
layer usage:
metal | global-route usage | share of wire | wire [microns]
met3 | 0.02404 | 0.094 | 180
met1 | 0.06562 | 0.51 | 975
met4 | 0.004988 | 0.011 | 21
met2 | 0.05664 | 0.39 | 740
met5 | 0 | 0 | 0
stage by stage:
stage | cell area, sq um | total power [uW] | util | setup WS (ps) | std cells
5_1_grt | 1215 | 834.9 | 0.2220 | 531.1 | 172
4_1_cts | 1215 | 783.4 | 0.2220 | 672.1 | 172
2_1_floorplan | 968.4 | 499.6 | - | 1682 | 87
3_3_place_gp | 1169 | 624.7 | 0.2135 | 669.9 | 168
6_report | 1215 | 767.3 | 0.2220 | 689.9 | 172
3_5_place_dp | 1169 | 623.9 | 0.2135 | 688.4 | 168
path summary, 6_finish.rpt:
check	start	end	slack, ps
min	b_reg[0]$_DFFE_PP0P_	b_reg[0]$_DFFE_PP0P_	520
min in group asynchronous	reset	n_reg[1]$_DFFE_PP0P_	900
max in group asynchronous	reset	b_reg[7]$_DFFE_PP0P_	2210
max reg2reg	s_reg[0]$_DFFE_PP0P_	b_reg[3]$_DFFE_PP0P_	1440
min reg2reg	b_reg[0]$_DFFE_PP0P_	b_reg[0]$_DFFE_PP0P_	520
max	s_tick	smpl_tick	690
cell usage after synthesis, types with 2 or more instances:
cell type,instances
inv_1,7
nand3_1,3
nand2_1,7
mux2_2,8
o31a_1,2
buf_2,3
dfrtp_1,18
nor2_1,5
nor2b_1,3
nor3_1,2
o21ai_0,8
ha_1,3
mux2i_1,2
critical path: stages:
cell and delay [ps]:
clkdlybuf4s50_1 610, nand3_1 150, a211oi_1 200, clkdlybuf4s50_1 510
power by group:
part / leakage, uW / switching, uW / internal [uW]
clock network: 0.0000255 / 73.1 / 76.9
logic: 0.000217 / 71.6 / 165
registers: 0.000228 / 87.5 / 293
final cells by class:
type                            count  area, sq um
Tap cell                           72        90.09
Clock buffer                        3        41.29
Fill cell                         599         4258
Multi-Input combinational cell     57        445.4
Clock inverter                      1        5.005
Timing Repair Buffer               13        130.1
Inverter                            7        26.28
Sequential cell                    19        476.7
kinds of logic (layout without fill, tap and decap cells):
family                     count (synthesis)  in the layout  synth area share
adders and majority gates                  3              3           0.03876
muxes                                     11             11            0.1253
buffers and inverters                     11             24           0.04780
and+or+nand+nor                           26             26            0.1576
DFF                                       19             19            0.4923
AOI/OAI and AO/OA                         17             17            0.1383
Power and IR drop assume default switching activity.
