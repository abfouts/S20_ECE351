File: design/flow/run.sh
#!/bin/bash
# OpenROAD 26Q1-2900-gdf79404cd8, Yosys 0.63+post, stock flow scripts
make -C /OpenROAD-flow-scripts/flow DESIGN_CONFIG=/design/flow/config.mk WORK_HOME=/design/flow/orfs finish
File: design/flow/config.mk
export PLATFORM = sky130hd
export DESIGN_NAME = fifo
export DESIGN_NICKNAME = fifo
export VERILOG_FILES = /design/flow/design.v
export SDC_FILE = /design/flow/constraint.sdc
export NUM_CORES = 4
export LEC_CHECK = 1
export CORE_UTILIZATION = 50
File: design/flow/constraint.sdc
current_design fifo

set clk_period 5.3
set clk_io_pct 0.2

create_clock -name clk0 -period $clk_period [get_ports {clk}]

set non_clock_inputs [all_inputs -no_clocks]
set_input_delay [expr $clk_period * $clk_io_pct] -clock clk0 $non_clock_inputs
set_output_delay [expr $clk_period * $clk_io_pct] -clock clk0 [all_outputs]
File: design/flow/design.v
package ALU_REGFILE_defs;
parameter REGFILE_SIZE = 32;
parameter REGFILE_WIDTH = 16;
parameter REGFILE_ADDR_WIDTH = 5;
parameter ALU_INPUT_WIDTH = 8;
parameter ALU_OUTPUT_WIDTH = 9;
typedef enum logic[2:0] {
	ADD_OP = 0,
	SUB_OP = 1,
	SUBA_OP = 2,
	ORAB_OP = 3,
	ANDAB_OP = 4,
	NOTAB_OP = 5,
	EXOR_OP = 6,
	EXNOR_OP = 7
} aluop_t;
endpackage: ALU_REGFILE_defs
module fifo
   #(
    parameter DATA_WIDTH=8,  
              ADDR_WIDTH=4   
   )
   (
    input  logic clk, reset,
    input  logic rd, wr,
    input  logic [DATA_WIDTH-1:0] w_data,
    output logic empty, full,
    output logic [DATA_WIDTH-1:0] r_data
   );
   logic [ADDR_WIDTH-1:0] w_addr, r_addr;
   logic wr_en, full_tmp;
   assign wr_en = wr & ~full_tmp;
   assign full = full_tmp;
   fifo_ctrl #(.ADDR_WIDTH(ADDR_WIDTH)) c_unit
      (.*, .full(full_tmp));
   reg_file 
      #(.DATA_WIDTH(DATA_WIDTH), .ADDR_WIDTH(ADDR_WIDTH)) f_unit (.*);
endmodule
module fifo_ctrl
   #(
    parameter ADDR_WIDTH=4   
   )
   (
    input  logic clk, reset,
    input  logic rd, wr,
    output logic empty, full,
    output logic [ADDR_WIDTH-1:0] w_addr,
    output logic [ADDR_WIDTH-1:0] r_addr
   );
   logic [ADDR_WIDTH-1:0] w_ptr_logic, w_ptr_next, w_ptr_succ;
   logic [ADDR_WIDTH-1:0] r_ptr_logic, r_ptr_next, r_ptr_succ;
   logic full_logic, empty_logic, full_next, empty_next;
   always_ff @(posedge clk, posedge reset)
      if (reset)
         begin
            w_ptr_logic <= 0;
            r_ptr_logic <= 0;
            full_logic  <= 1'b0;
            empty_logic <= 1'b1;
         end
      else
         begin
            w_ptr_logic <= w_ptr_next;
            r_ptr_logic <= r_ptr_next;
            full_logic  <= full_next;
            empty_logic <= empty_next;
         end
   always_comb 
   begin
      w_ptr_succ = w_ptr_logic + 1;
      r_ptr_succ = r_ptr_logic + 1;
      w_ptr_next = w_ptr_logic;
      r_ptr_next = r_ptr_logic;
      full_next = full_logic;
      empty_next = empty_logic;
      unique case ({wr, rd})
         2'b01:  
            if (~empty_logic)  
               begin
                  r_ptr_next = r_ptr_succ;
							full_next = 1'b0;
                  if (r_ptr_succ==w_ptr_logic)
                     empty_next = 1'b1;
               end
         2'b10:  
            if (~full_logic)  
               begin
                  w_ptr_next = w_ptr_succ;
                  empty_next = 1'b0;
                  if (w_ptr_succ==r_ptr_logic)
                     full_next = 1'b1;
               end
         2'b11:  
            begin
               w_ptr_next = w_ptr_succ;
               r_ptr_next = r_ptr_succ;
            end
         default: ;   
      endcase
   end
   assign w_addr = w_ptr_logic;
   assign r_addr = r_ptr_logic;
   assign full  = full_logic;
   assign empty = empty_logic;
endmodule
module reg_file
   #(
    parameter DATA_WIDTH = 8,  
              ADDR_WIDTH = 2   
   )
   (
    input  logic clk,
    input  logic wr_en,
    input  logic [ADDR_WIDTH-1:0] w_addr, r_addr,
    input  logic [DATA_WIDTH-1:0] w_data,
    output logic [DATA_WIDTH-1:0] r_data
   );
   logic [DATA_WIDTH-1:0] array_reg [0:2**ADDR_WIDTH-1];
   always_ff @(posedge clk)
      if (wr_en)
         array_reg[w_addr] <= w_data;
   assign r_data = array_reg[r_addr];
endmodule
==> CHANGELOG.md <==
### Changed

- Status: completed
- Global-route wire length before repair: 17.44 mm
- Post-Synthesis Cells: 312
- Clk root buf: clkbuf_16
- Critical Path AT: between 2 and 3 ns
- Most frequent cells after synthesis: edfxtp_1 (128), mux2i_1 (32), mux4_2 (16)
- Max reg flops: 128
- Post-CTS setup buffer count: 0
- CP max stage delay: 0.68 ns
- Pre-antenna DRT Iters: 5
- DR WL/cell: 22.02 um
- Synthesized area: 5728 um2
- Hold Crit Class: reg -> reg
- Drt initial violations: 172
- VDD IR max: approximately 260 uV
- Total core area: 10980 um2
- DR vias: 2872
- Crit. End Element: output port
- Layout cells sized above 1: between 20% and 30%
- Clk latency late pin: around 0.40 ns
- PortBufs: 21
- Crit path launch type: register
- ANT nets after route: 0
- Worst Clk Skew: between 0.007 and 0.008 ns
- Total GRT Usage: 22.60%
- Max_cap viols: 0
- CTS resizes: 0
- CTS tree: done
- Slew margin rel.: between 40% and 50%
- CP bufs+invs: 2
- Main flop type: edfxtp_1
- DR DRC count: 0
- Synth cell types: 39
- CTS clock-pin slew for the worst setup and hold paths: approximately 0.060 ns
- Init Core Util: 52.15%
- Via/cell ratio: 5.756
- Post-layout util: 61.32%
- Req. time, crit path: between 4 and 5 ns
- Initial antenna violation count: 0
- Tool Warnings: 28
- CP cell instances: buf_4 > mux2i_1 > a221oi_1 > o21ai_0 > nand2_1 > clkdlybuf4s50_1
- Clock Tree Buf Depth: 2
- CP Class: reg -> out
- Critical-path top delay cell: dfrtp_2
- Grt total ovfl: 0
- Die W: ~110 um
- Num rows: 38
- Crit-path max FO: 24
- Fmax: approximately 250 MHz
- Layout Area Growth over Synthesis: 17.58%
- Async S/R FF share, synth: roughly 7.2%
- IO Pins: 22
- Hold Vio Cnt, Final: 0
- P_leak: 2.363 nW
- YS chip area: about 5700 um2
- Largest net degree at the start of global routing: 25
- Layout fillers: just under 800
- Wirelength, routed: approximately 11 mm
- Cell taking the most area after synthesis: edfxtp_1
- Setup TNS: 0 ns
- GP Congestion: 0.8569
- Cts hold-fix bufs: 0
- Ys cells: 312
- Ant diodes: 0
- Clock Sinks: roughly 140
- Top-count cell post-synth: edfxtp_1
- Die Ht: 109.0 um
- Power per Cell Area: roughly 600 nW/um2
- Minimum clock period: roughly 4 ns
- Top area cells in the synthesized netlist: edfxtp_1 (67%), mux4_2 (6.3%), mux2i_1 (5.6%)
- Sequential area share after synthesis: between 70% and 80%
- HPWL after DPL: roughly 7.0 mm
- Num CTS Buffers: 17
- Max-slew violations: 0
- Clock H-tree levels: 4
- Delay-heaviest family, CP: buffers and inverters
- Setup violations, final: 0
- Flip-flops with a built-in enable: 128
- Synthesis Warnings: 2
- RSZ-0062 raised after global routing: false
- Vias in the first global route: slightly above 3000
- Syn Area/Cell: 18.36 um2
- Slew @ Worst Pin: about 0.85 ns
- Crit share post-route: around three quarters
- Flop and latch count out of synthesis: roughly 140
- Die area: roughly 12000 um2
- Top cell type's share of synthesized area: roughly two thirds
-- through the flow --
step | hold slack [ns] | instances | total power [mW] | instance area (um2) | setup slack [ns]
floorplan | 0.4651 | 312 | 2.277 | 5728 | 2.733
global placement | 0.5079 | 467 | 2.658 | 6073 | 1.755
detailed placement | 0.5078 | 467 | 2.655 | 6073 | 1.753
CTS | 0.5167 | 499 | 3.967 | 6735 | 1.310
global route | 0.5613 | 499 | 4.128 | 6735 | 1.116
finish | 0.5162 | 499 | 3.929 | 6735 | 1.353
-- worst paths after layout --
kind | cells past startpoint | slack [ns] | start | to
max | 6 | 1.35 | c_unit.r_ptr_logic[0] | r_data[5]
min | 2 | 0.52 | c_unit.empty_logic | c_unit.empty_logic
max reg2reg | 4 | 3.16 | c_unit.r_ptr_logic[0] | c_unit.empty_logic
min reg2reg | 2 | 0.52 | c_unit.empty_logic | c_unit.empty_logic
max in group asynchronous | 2 | 4.03 | reset | c_unit.empty_logic
min in group asynchronous | 2 | 0.94 | reset | c_unit.w_ptr_logic[2]
-- cells in the final DEF, fill, tap and decap left out, types with 2 or more instances in the layout --
cell type,n
inv_1,6
and3_1,3
a22oi_1,8
bufinv_16,5
nand2_1,14
dfrtp_1,8
edfxtp_1,128
inv_8,2
clkinv_4,2
a221oi_2,9
xor2_1,9
and4_1,2
o21ai_0,9
nor2b_1,2
nor3_1,2
a221oi_1,7
mux2_2,2
nand3_1,2
clkdlybuf4s50_1,21
nor2_1,5
inv_6,4
mux2i_1,32
nor3b_1,2
clkbuf_16,17
xnor2_1,5
mux4_2,16
ha_1,5
and2_1,6
buf_4,10
-- power by group --
group / switching [mW] / internal (mW) / leakage (nW) / total (mW)
Clock: 0.457 / 0.848 / 0.320 / 1.30
Sequential: 0.140 / 1.33 / 1.27 / 1.47
Combinational: 0.592 / 0.564 / 0.770 / 1.16
Total: 1.19 / 2.74 / 2.36 / 3.93
-- per-layer routing --
| layer | track usage (%) | share of wire, % | up-vias |
|---|---|---|---|
| li1 | - | - | 1327 |
| met1 | 39.47 | 44 | 1404 |
| met2 | 30.64 | 46 | 128 |
| met3 | 10.91 | 9.4 | 13 |
| met4 | 2.220 | 1.2 | 0 |
| met5 | 0.4464 | 0 | - |
-- tightest hold or removal path, delay by kind of cell (launching register included) --
kind	cells	cell delay, ns
DFF	1	0.38
AOI/OAI and AO/OA	2	0.13
-- area by class of cell --
class | instances | area, um2 | area share, %
clock buffers | 17 | 425.4 | 6.316
clock inverters | 15 | 236.5 | 3.511
inverters | 7 | 26.28 | 0.3901
multi-input cells | 151 | 1490 | 22.13
flip-flops and latches | 138 | 4096 | 60.82
well taps | 140 | 175.2 | 2.601
repair buffers | 31 | 285.3 | 4.236
-- cell families (layout without fill, tap and decap cells) --
kind of cell	after synthesis	after routing	share of synthesized area (%)
compound gates	39	39	6.138
simple gates	42	42	3.976
fa+ha+maj	5	5	1.092
buf+inv	23	70	2.599
flops	138	138	71.49
xor+xnor	15	15	2.425
mux	50	50	12.28
Power is estimated from default activity; no workload was simulated.
